===== flow/config.mk =====
export PLATFORM = sky130hd
export DESIGN_NAME = risc_processor
export DESIGN_NICKNAME = risc_processor
export VERILOG_FILES = /design/flow/design.v
export SDC_FILE = /design/flow/constraint.sdc
export NUM_CORES = 4
export LEC_CHECK = 1
export CORE_UTILIZATION = 40

===== flow/constraint.sdc =====
current_design risc_processor

set clk_period 9.6
set clk_io_pct 0.2

create_clock -name clk0 -period $clk_period [get_ports {clk}]

set non_clock_inputs [all_inputs -no_clocks]
set_input_delay [expr $clk_period * $clk_io_pct] -clock clk0 $non_clock_inputs
set_output_delay [expr $clk_period * $clk_io_pct] -clock clk0 [all_outputs]

===== flow/run.sh =====
#!/bin/bash
# OpenROAD 26Q1-2900-gdf79404cd8, Yosys 0.63+post, stock flow scripts
make -C /OpenROAD-flow-scripts/flow DESIGN_CONFIG=/design/flow/config.mk WORK_HOME=/design/flow/orfs finish

===== flow/design.v =====
module alu(
    input wire [7:0] a,
    input wire [7:0] b,
    input wire [3:0] alu_ctrl,
    output reg [7:0] result
);
    always @(*) begin
        case(alu_ctrl)
            4'b0000: result = a + b; 
            4'b0001: result = a - b; 
            4'b0010: result = a & b; 
            4'b0011: result = a | b; 
            4'b0100: result = a ^ b; 
            4'b0101: result = ~a;    
            4'b0110: result = a >> b;
            default: result = 8'b1;
        endcase
    end
endmodule
module contor_program(
    input wire clk,
    input wire reset,
    input wire [7:0] next_pc,
    output reg [7:0] pc
);
    always @(posedge clk or posedge reset) begin
        if (reset)
            pc <= 8'h00;
        else
            pc <= next_pc;
    end
endmodule
module decodificator_instructiuni(
    input wire [15:0] instruction,
    output reg [3:0] opcode,
    output reg [3:0] rs,
    output reg [3:0] rt,
    output reg [3:0] rd,
    output reg [7:0] immediate
);
    always @(*) begin
        opcode = instruction[15:12];
        rs = instruction[11:8];
        rt = instruction[7:4];
        rd = instruction[3:0];
        immediate = instruction[7:0];
    end
endmodule
module fisier_registre(
    input wire clk,
    input wire write_enable,
    input wire [3:0] read_reg1,
    input wire [3:0] read_reg2,
    input wire [3:0] write_reg,
    input wire [7:0] write_data,
    output reg [7:0] read_data1,
    output reg [7:0] read_data2
);
    reg [7:0] registers [0:15];
    integer i;
    initial begin
		registers[0] = 8'd0;
		registers[1] = 8'd128;
		registers[2] = 8'd64;
		registers[3] = 8'd32;
		registers[4] = 8'd16;
		registers[5] = 8'd8;
		registers[6] = 8'd4;
		registers[7] = 8'd2;
		registers[8] = 8'd1;
		registers[9] = 8'd255;
		registers[10] = 8'd0;
		registers[11] = 8'd0;
		registers[12] = 8'd0;
		registers[13] = 8'd0;
		registers[14] = 8'd0;
	end
    always @(*) begin
        read_data1 = registers[read_reg1];
        read_data2 = registers[read_reg2];
    end
	 always @(posedge clk) begin
        if (write_enable) begin
            registers[write_reg] <= write_data;
        end
    end
endmodule
module memorie_instructiuni(
    input wire [7:0] address,
    output reg [15:0] instruction
);
    always @(address) begin
        case(address)
            8'd0:  instruction = 16'b0000_0001_0010_1010; 
            8'd1:  instruction = 16'b0001_0011_0100_1011; 
            8'd2:  instruction = 16'b0010_0101_0110_1100; 
            8'd3:  instruction = 16'b0011_0111_1000_1101; 
			8'd4:  instruction = 16'b0101_1001_1001_1001;
            8'd5:  instruction = 16'b0100_1001_1010_1110; 
            8'd6:  instruction = 16'b0110_1011_1010_1011; 
            default: instruction = 16'b1111_1111_1111_1111; 
        endcase
    end
endmodule
module pc_urmator(
    input wire [7:0] pc,
    input wire [7:0] immediate,
    input wire jump,
    input wire branch,
    input wire alu_zero,
    output reg [7:0] next_pc
);
    always @(*) begin
        if (jump)
            next_pc = immediate;
        else if (branch && alu_zero)
            next_pc = pc + immediate;
        else
            next_pc = pc + 1;
    end
endmodule
module risc_processor(
    input wire clk,
    input wire reset,
    output wire [7:0] pc_out,
    output wire [15:0] instruction_out,
    output wire [7:0] alu_result_out,
    output wire [7:0] reg_data1_out,
    output wire [7:0] reg_data2_out,
    output wire [3:0] alu_ctrl_out,
    output wire reg_write_out,
    output wire [7:0] next_pc_out
);
    wire [15:0] instruction;
    wire [7:0] pc, next_pc;
    wire [7:0] alu_result;
    wire [7:0] reg_data1, reg_data2;
    wire [3:0] alu_ctrl;
    wire reg_write, mem_read, mem_write, branch, jump;
    wire [7:0] immediate;
    wire [3:0] opcode, rs, rt, rd;
    assign pc_out = pc;
    assign instruction_out = instruction;
    assign alu_result_out = alu_result;
    assign reg_data1_out = reg_data1;
    assign reg_data2_out = reg_data2;
    assign alu_ctrl_out = alu_ctrl;
    assign reg_write_out = reg_write;
    assign next_pc_out = next_pc;
    contor_program cp_unit (
        .clk(clk),
        .reset(reset),
        .next_pc(next_pc),
        .pc(pc)
    );
    memorie_instructiuni mem_instr (
        .address(pc),
        .instruction(instruction)
    );
    decodificator_instructiuni decoder (
        .instruction(instruction),
        .opcode(opcode),
        .rs(rs),
        .rt(rt),
        .rd(rd),
        .immediate(immediate)
    );
    unitate_de_control uc (
        .opcode(opcode),
        .alu_ctrl(alu_ctrl),
        .reg_write(reg_write),
        .mem_read(mem_read),
        .mem_write(mem_write),
        .branch(branch),
        .jump(jump)
    );
    alu alu_unit (
        .a(reg_data1),
        .b(reg_data2),
        .alu_ctrl(alu_ctrl),
        .result(alu_result)
    );
    fisier_registre reg_file (
        .clk(clk),
        .write_enable(reg_write),
        .read_reg1(rs),
        .read_reg2(rt),
        .write_reg(rd),
        .write_data(alu_result),
        .read_data1(reg_data1),
        .read_data2(reg_data2)
    );
    pc_urmator next_pc_unit (
        .pc(pc),
        .immediate(immediate),
        .jump(jump),
        .branch(branch),
        .alu_zero(alu_result == 8'b0),
        .next_pc(next_pc)
    );
endmodule
module unitate_de_control(
    input wire [3:0] opcode,
    output reg [3:0] alu_ctrl,
    output reg reg_write,
    output reg mem_read,
    output reg mem_write,
    output reg branch,
    output reg jump
);
    always @(*) begin
        case(opcode)
            4'b0000: begin 
                alu_ctrl = 4'b0000;
                reg_write = 1'b1;
                mem_read = 1'b0;
                mem_write = 1'b0;
                branch = 1'b0;
                jump = 1'b0;
            end
            4'b0001: begin 
                alu_ctrl = 4'b0001;
                reg_write = 1'b1;
                mem_read = 1'b0;
                mem_write = 1'b0;
                branch = 1'b0;
                jump = 1'b0;
            end
            4'b0010: begin 
                alu_ctrl = 4'b0010;
                reg_write = 1'b1;
                mem_read = 1'b0;
                mem_write = 1'b0;
                branch = 1'b0;
                jump = 1'b0;
            end
            4'b0011: begin 
                alu_ctrl = 4'b0011;
                reg_write = 1'b1;
                mem_read = 1'b0;
                mem_write = 1'b0;
                branch = 1'b0;
                jump = 1'b0;
            end
            4'b0100: begin 
                alu_ctrl = 4'b0100;
                reg_write = 1'b1;
                mem_read = 1'b0;
                mem_write = 1'b0;
                branch = 1'b0;
                jump = 1'b0;
            end
            4'b0101: begin 
                alu_ctrl = 4'b0101;
                reg_write = 1'b1;
                mem_read = 1'b0;
                mem_write = 1'b0;
                branch = 1'b0;
                jump = 1'b0;
            end
            4'b0110: begin 
                alu_ctrl = 4'b0110;
                reg_write = 1'b1;
                mem_read = 1'b0;
                mem_write = 1'b0;
                branch = 1'b0;
                jump = 1'b0;
            end
            4'b0111: begin 
                alu_ctrl = 4'b0111;
                reg_write = 1'b1;
                mem_read = 1'b0;
                mem_write = 1'b0;
                branch = 1'b0;
                jump = 1'b0;
            end
            default: begin
                alu_ctrl = 4'b1111;
                reg_write = 1'b0;
                mem_read = 1'b0;
                mem_write = 1'b0;
                branch = 1'b0;
                jump = 1'b0;
            end
        endcase
    end
endmodule

==> load_flow_metrics.sql <==
-- flow metrics import
INSERT INTO impl_metrics (metric_group, metric, value, unit) VALUES
('run_status', 'outcome', 'complete, no violations', ''),
('logic_synthesis', 'synth_area', '4830', 'sq um'),
('timing', 'skew', '0.00736', 'ns'),
('grt', 'grt.overflow.total', '0', ''),
('min_path', 'worst_hold_path.endpoint', 'cp_unit.pc[7]$_DFF_PP0_', ''),
('logic_synthesis', 'simple_gate_area_share', '17.5', '%'),
('grt', 'maximum_number_of_pins_on_one_net_before_global_route_repair', '35', ''),
('route', 'totalWireLength', '16.5', 'mm'),
('cts', 'post_cts_resize_count', '0', ''),
('logic_synthesis', 'synth_sequential_area_ratio', '41.5', '%'),
('timing', 'setup_repair_after_global_routing_missed_its_margin', 'false', ''),
('grt', 'via_count_of_the_first_global_routing_pass', '4246', ''),
('cts', 'hold_buffer_count_at_cts', '0', ''),
('min_path', 'path_category_of_the_worst_min_delay_check', 'flip-flop to flip-flop', ''),
('floorplan', 'core_region_area', '11600', 'sq um'),
('logic_synthesis', 'edff_count_synth', '60', ''),
('worst_setup_path', 'worstReg2RegEnd', 'reg_file.registers[11][6]$_DFFE_PP_', ''),
('cts', 'numCtsBuffers', '9', ''),
('cts', 'cts.sinks', '68', ''),
('worst_setup_path', 'timing.rr.start', 'cp_unit.pc[0]$_DFF_PP0_', ''),
('floorplan', 'dieHeight', '112', 'um'),
('route', 'detail_route.antenna_diodes', '0', ''),
('logic_synthesis', 'xor_area_share', '3.45', '%'),
('route', 'maxUsedRoutingLayer', 'met4', ''),
('route', 'drt_pass1_iterations', '19', ''),
('grt', 'gr-usage-all-layers', '28.3', '%'),
('logic_synthesis', 'share_of_yosys_cell_area_claimed_by_the_top_area_cell_type', '37.3', '%'),
('timing', 'layout_min_cycle_time', '8.44', 'ns'),
('grt', 'number_of_antenna_violations_at_the_first_check_in_global_routing', '0', ''),
('cts', 'cts_post_setup_buffers_inserted', '0', ''),
('route', 'detail_route.drc_violations', '0', ''),
('cts', 'path_clk_slew', '0.06', 'ns'),
('worst_setup_path', 'critical_path.startpoint_type', 'flip-flop', ''),
('timing', 'worst_slew_margin_rel', '32.2', '%'),
('cts', 'cts.path.max_buffers', '2', ''),
('logic_synthesis', 'syn_avg_cell_area', '9.47', 'sq um'),
('logic_synthesis', 'synth.comb.largest_family', 'AND-OR/OR-AND gates', ''),
('worst_setup_path', 'cp.arrival', '6.52', 'ns'),
('power_and_ir_drop', 'share_clk_of_total_power', '51.5', '%'),
('timing', 'maxSlewViolCount', '0', ''),
('power_and_ir_drop', 'power_density_cells', '112', 'nW/um^2'),
('timing', 'setup_viol', '0', ''),
('route', 'met2_wirelength', '6.90', 'mm'),
('logic_synthesis', 'post_synth_fa_ha_maj_area_fraction', '7.41', '%'),
('worst_setup_path', 'cp.required', '7.68', 'ns'),
('power_and_ir_drop', 'p_seq_share', '48.2', '%'),
('route', 'num_vias', '4399', ''),
('timing', 'worst-slew-pin-transition', '1.01', 'ns'),
('layout', 'post_route_cells_drive_above_1_share', '8.97', '%'),
('timing', 'final-hold-violation-count', '0', ''),
('timing', 'period_used_share', '87.9', '%'),
('worst_setup_path', 'setup.worst_path.class', 'flip-flop to output port', ''),
('min_path', 'timing.hold.worst.start', 'cp_unit.pc[7]$_DFF_PP0_', ''),
('timing', 'clock.fmax', '0.119', 'GHz'),
('logic_synthesis', 'synth.largest_area_cell', 'edfxtp_1', ''),
('placed_design', 'place_congestion', '1.01', ''),
('logic_synthesis', 'yosys-mux-area-fraction', '2.36', '%'),
('route', 'final_antenna_net_count', '0', ''),
('run', 'maxCapViolCount', '0', ''),
('timing', 'timing.setup.tns', '0', 'ns'),
('power_and_ir_drop', 'netSwitchingFraction', '17.8', '%'),
('logic_synthesis', 'yosys-stat-area', '4830', 'sq um'),
('floorplan', 'floorplan.initialDensity', '41.6', '%'),
('worst_setup_path', 'reg2reg_setup_slack', '3.69', 'ns'),
('layout', 'syn_to_final_growth', '22.4', '%'),
('floorplan', 'die-area', '12500', 'sq um'),
('power_and_ir_drop', 'power.switching', '118', 'uW'),
('route', 'route.layer.met1.wl', '7.47', 'mm'),
('worst_setup_path', 'cp_cell_sequence', 'inv_1, ha_1, buf_4, nor4_1, a211oi_2, nand2_1, o22ai_1, a211oi_2, nand4bb_1, nand2_1, or2_2, ha_1, nor2b_1, o21ai_0, a21oi_1, xnor2_1, xnor2_1, o221ai_1, clkdlybuf4s50_1', ''),
('cts', 'h-tree-depth', '3', ''),
('logic_synthesis', 'synth_cells', '510', '');
per-layer routing:
layer	GRT usage (%)	up-vias
met3	9.47	38
li1	-	2011
met2	39.5	241
met4	5.95	0
met1	44.4	2109
met5	0	-
flip-flops by register name, indices dropped and copies added, names as in the netlist:
| signal | count |
|---|---|
| reg_file.registers | 60 |
| cp_unit.pc | 8 |
critical path: cells and delay by family, from the launching register on:
kind | cells | cell delay, ns
AOI/OAI and AO/OA | 6 | 2.06
and+or+nand+nor | 6 | 1.60
buffers and inverters | 3 | 1.02
adders and majority gates | 2 | 0.80
DFF | 1 | 0.41
xor gates and xnor gates | 2 | 0.29
cell usage after synthesis, drive strengths merged, types with 11 or more instances:
cell type	instances
edfxtp	60
nand2	48
nor2	43
inv	35
a21oi	33
ha	27
o21ai	25
buf	24
nor3	17
xnor2	15
nand3	13
a221oi	11
placed cells by master, fill, tap and decap left out, types with 4 or more instances in the layout:
master           count
a221oi_1             8
a21o_1               5
o21a_1               6
conb_1              10
nand2_1             48
ha_1                27
nor2_1              42
o21ai_0             21
xor2_1               4
nand2b_1             4
edfxtp_1            60
clkbuf_16            9
inv_1               33
nand3b_1             6
clkdlybuf4s50_1     60
xnor2_1             15
o211ai_1             8
nand3_1             13
buf_4               20
nor4_1               5
nor2b_1              9
o221ai_1            10
o22ai_1              6
and2_1               4
mux2i_1              8
dfrtp_1              8
nor3_1              16
a21oi_1             33
nand4_1              4
worst max-delay path by stage:
| stage | from | end | depth (start not counted) |
|---|---|---|---|
| 6_report | cp_unit.pc[0]$_DFF_PP0_ | alu_result_out[7] | 19 |
| 5_1_grt | cp_unit.pc[0]$_DFF_PP0_ | alu_result_out[7] | 18 |
| 4_1_cts | cp_unit.pc[0]$_DFF_PP0_ | alu_result_out[7] | 19 |
power groups by stage:
stage     clock [uW]  combinational, uW  sequential (uW)
4_1_cts          348               1.82              320
5_1_grt          358               2.16              320
6_report         342               1.74              320
final cells by class:
cell class	count	area, sq um
clock inverter	5	76.3
clock buffer	11	233
sequential	68	2000
inverter	37	139
multi-input combinational	379	2530
fill	1052	5700
tap	143	179
timing repair buffer	80	751
cells by family after synthesis:
group | count (synthesis)
and+or+nand+nor | 171
AOI/OAI and AO/OA | 140
buffers and inverters | 71
DFF | 68
adders and majority gates | 28
xor gates and xnor gates | 19
muxes | 11
other | 2
metrics by stage:
stage	power, uW	area, sq um	instances	setup WS, ns	utilization, %
global route	680	5910	723	0.668	50.9
global placement	328	5600	707	1.87	48.2
CTS	670	5910	723	1.28	50.9
floorplan	327	4860	518	3.66	-
detailed placement	328	5600	707	1.68	48.2
finish	664	5910	723	1.16	50.9
Power and IR drop assume default switching activity.
